## flow/config.mk

```make
export PLATFORM = sky130hd
export DESIGN_NAME = washing_Machine
export DESIGN_NICKNAME = washing_Machine
export VERILOG_FILES = /design/flow/design.v
export SDC_FILE = /design/flow/constraint.sdc
export NUM_CORES = 4
export LEC_CHECK = 1
export CORE_UTILIZATION = 30
```

## flow/constraint.sdc

```tcl
current_design washing_Machine

set clk_period 5.2
set clk_io_pct 0.2

create_clock -name clk0 -period $clk_period [get_ports {CLOCK_27}]

set non_clock_inputs [all_inputs -no_clocks]
set_input_delay [expr $clk_period * $clk_io_pct] -clock clk0 $non_clock_inputs
set_output_delay [expr $clk_period * $clk_io_pct] -clock clk0 [all_outputs]
```

## flow/design.v

```verilog
module washing_Machine(
		input CLOCK_27,   
		output reg [3:0] LEDG,		 
		output reg [6:0] HEX6,
		output reg [6:0] HEX4,
		output reg [6:0] HEX7,
		output reg [6:0] HEX5,
		output reg [6:0] HEX3,
		output reg [6:0] HEX2,
		output reg [6:0] HEX0,
		output reg GPIO,
		input wire [1:0] SW,  
		output reg [17:0] LEDR);   
	initial HEX6 = 7'b1111111;
	initial HEX4 = 7'b1111111;
	integer contador = 0;	 
	integer jaContou;	 
	reg flag = 0;		 
	reg [23:0] cnt;									 
	always @(posedge CLOCK_27) cnt <= cnt+24'h1;
	wire cntovf = &cnt;
	reg [3:0] UNI;		 
	always @(posedge CLOCK_27) begin		
		if(cntovf) UNI = (UNI==4'h9 ? 4'h0 : UNI+4'h1);	 
	end													 
	reg [1:0] modo; 	 
	parameter modo_espera = 0, limpeza_padrao = 1, limpeza_rapida = 2;	  
	always @ (posedge CLOCK_27) begin	 
		case (SW[1:0])
			2'b00:
			begin
				HEX3 = 7'b1000110;
				HEX2 = 7'b1000111;								 
				HEX0 = 7'b0100100;
				HEX7 = 7'b0010010;								 
				HEX5 = 7'b1000110;								 
				LEDR = 18'b000000000000000000;
				modo <= modo_espera;	 
			end
			2'b01: 
			begin
				HEX3 = 7'b1000110;
				HEX2 = 7'b1000111;								 
				HEX0 = 7'b0100100;
				HEX7 = 7'b0010010;
				HEX5 = 7'b1000110;
				modo <= limpeza_padrao;		 
			end
			2'b10: 
			begin
				HEX3 = 7'b1000110;
				HEX2 = 7'b1000111;								 
				HEX0 = 7'b0100100;
				HEX7 = 7'b0010010;
				HEX5 = 7'b1000110;
				modo <= limpeza_rapida;		 
			end
			2'b11:						 
			begin
				HEX3 = 7'b1000110;
				HEX2 = 7'b1000111;								 
				HEX0 = 7'b0100100;
				HEX7 = 7'b1111111;
				HEX5 = 7'b1111111;
				LEDR = 18'b111111111111111111;	 
				modo <= modo_espera;
			end
		endcase
	end
	initial GPIO = 1'b0;
	always@ (posedge CLOCK_27) begin  
		if(UNI == 4'h0)				 
			jaContou = 0;
		if (UNI == 4'h9 && ((SW == 2'b01) || (SW == 2'b10)) && jaContou == 0) begin		 
			contador = contador + 1;
			jaContou = 1;
		end
		if (SW == 2'b00)	 
			contador = 0;
	end
	always @ (posedge CLOCK_27) begin 	 
		case (modo)
			modo_espera:
			begin
				HEX4 = 7'b1111111;
				HEX6 = 7'b1111111; 	 
				LEDG = 4'b0000;
			end
			limpeza_padrao:	 
			begin
				if(contador == 1) begin											 
					GPIO <= 1'b0;
					HEX4 = 7'b0000110;
					LEDG = 4'b1000;
				end
				if (contador == 2) begin										 
					GPIO <= 1'b1;
					HEX4 = 7'b0001000;
					LEDG = 4'b0100;	
				end
				if (contador == 3) begin										 
					GPIO <= 1'b0;
					HEX4 = 7'b0001100;
					LEDG = 4'b0010;
				end
				if (contador == 4) begin										 
					GPIO <= 1'b1;
					HEX4 = 7'b0001000;
					LEDG = 4'b0100;
				end
				if (contador == 5) begin
					GPIO <= 1'b0;
					HEX4 = 7'b0100001;											 
					LEDG = 4'b0000;
				end
				if (contador == 6) begin
					GPIO <= 1'b1;
					HEX4 = 7'b1000110;											 
					LEDG = 4'b0001;
				end
				if (contador == 7) begin
					GPIO <= 1'b0;
					HEX4 = 7'b0001110;											 
					LEDG = 4'b1111;
				end
			end
			limpeza_rapida:	 
				begin	
					if(contador == 1) begin
						GPIO <= 1'b0;
						HEX6 = 7'b0000110;										 
						LEDG = 4'b1000;
					end
					if (contador == 2) begin
						GPIO <= 1'b1;
						HEX6 = 7'b0001000;										 
						LEDG = 4'b0100;
					end
					if (contador == 3) begin
						GPIO <= 1'b0;
						HEX6 = 7'b0100001;									 
						LEDG = 4'b0000;
					end
					if (contador == 4) begin
						GPIO <= 1'b1;
						HEX6 = 7'b1000110;										 
						LEDG = 4'b0001;
					end
					if (contador == 5) begin
						GPIO <= 1'b0;
						HEX6 = 7'b0001110;										 
						LEDG = 4'b1111;
					end
				end
		endcase
	end
endmodule
```

## flow/run.sh

```bash
#!/bin/bash
# OpenROAD 26Q1-2900-gdf79404cd8, Yosys 0.63+post, stock flow scripts
make -C /OpenROAD-flow-scripts/flow DESIGN_CONFIG=/design/flow/config.mk WORK_HOME=/design/flow/orfs finish
```

==> job_summary.md <==
### Yosys + OpenROAD results

| Metric | Value |
|---|---|
| Achievable Freq | 258 MHz |
| H-tree depth | 3 |
| Cells after Synth | 473 |
| Largest net degree at the start of global routing | 33 |
| First-pass GRT wire length | 12,900 µm |
| DRT iter0 DRCs | 228 |
| Min-delay src | cnt[0] |
| CTS Sinks | 82 |
| Dominant logic cell type in the layout | dfxtp_1 |
| Slowest cell on the critical path | or4_1 |
| Comb power frac | 5.9% |
| Root buf cell | clkbuf_16 |
| Core Rows | 43 |
| Final Cell Area | 4880 µm² |
| Seq pwr share | 50.4% |
| N_diodes | 0 |
| DP HPWL | 5200 µm |
| GPL Wtd Cong | 0.901 |
| Area grow syn2layout | 14.3% |
| # Cells Yosys | 473 |
| Vias in the first global route | 2,851 |
| Yosys top cell by area | dfxtp_1 |
| Yosys chip area | 4270 µm² |
| Arrival time worst endpoint | 4.13 ns |
| Distinct cells, synth | 47 |
| CTS Hold Bufs | 0 |
| Status | finished clean |
| Share of post-route cells with drive strength above 1 | 5.50% |
| Met2 Use GR | 17.1% |
| Initial core utilization | 30.8% |
| Post-Syn Area | 4270 µm² |
| Final ANT Viol Nets | 0 |
| Seq share, synth | 43.4% |
| Reg area | 1850 µm² |
| GRT Residual Overflow | 0 |
| WP buf/inv | 2 |
| Via count | 3,134 |
| Fin. Hold Viols | 0 |
| Post-cts resize count | 0 |
| GRT Overall Usage | 10.7% |
| Busiest layer in global routing | met2 |
| Clock share of power | 43.7% |
| Core Region | 13,900 µm² |
| Top cells excl fill/tap | dfxtp_1, clkdlybuf4s50_1, nor2_1 |
| Power per cell area | 277 nW/µm² |
| Unrepaired setup endpoints after global routing | false |
| Dominant cell area share | 28.6% |
| Die height | 121 µm |
| CTS tree | yes |
| Ys async rst share | 0% |
| Clock transition at path regs | 0.06 ns |
| Kind of cell adding the most delay to the critical path | simple AND/OR/NAND/NOR gates |
| GR Util met1 | 15.3% |
| Number of antenna violations at the first check in global routing | 0 |
| Final setup vio count | 0 |
| Sw Share | 20.1% |
| FF+latch count, synth | 82 |
| # DRC | 0 |
| # port buffers | 48 |
| Worst-Margin Slew | 0.681 ns |
| Clk buf depth | 2 |
| Clock buffer count from CTS | 9 |
| Max Cap Viol | 0 |
| Die Area | 14,700 µm² |
| Pins Over Slew Limit | 0 |
| Met3 usage | 2.16% |
| Required @ worst endpoint | 5.46 ns |
| Die width | 121 µm |
| Crit end category | flip-flop |
| Max incr delay on CP | 0.72 ns |
| Logic area | 1950 µm² |
| Max FO, Critical Path | 13 |
| Latency at later pin | 0.33 ns |
| WS Path Type | in -> reg |
| Flip-flops with a built-in enable | 21 |
| Relative slew slack | 54.1% |
| Lkg Pwr | 1.73 nW |
| Routed len/inst | 11.2 µm |
| Via-to-Cell Ratio | 4.67 |
| Switching Power | 0.271 mW |
| Cell mode on critical path | or4_1 |
| Critical path cell sequence | clkdlybuf4s50_1 > inv_1 > ha_1 > nor2b_1 > nand4_1 > or4_1 > or4_1 > a21oi_1 |
| Ys Warns | 1 |
| Crit path time final | 3.87 ns |
| Syn Area/Cell | 9.03 µm² |
| Cell area after placement | 4590 µm² |
| Post CTS Setup Buffer Count | 0 |
| Top cells by area | dfxtp_1, edfxtp_1, buf_4, xnor2_1, nor2_1 |
| Hold Path Class | reg -> reg |
| Dominant flop cell | dfxtp_1 |
| Drt first pass iters | 4 |
| Final Skew | 0.00647 ns |
| Startpoint types | primary input |
| Log Warnings | 33 |
| WL final | 7550 µm |
| Int Power | 1.08 mW |
| Post-layout period usage | 74.4% |
| Peak VDD IR | 0.000144 V |
| Io pins | 75 |
| TNS Setup | 0 ns |
| Critical Path Start | SW[0] |
| Fill cell count | 1,377 |
| R2R Path Start | UNI[1] |
synth_stat cells (2+ instances only):
cell type	count
a22oi_1	3
o21bai_1	2
o21ai_0	17
or3_1	6
edfxtp_1	21
conb_1	2
buf_4	54
nor2b_1	2
clkbuf_1	11
ha_1	12
nor3_1	16
or3_2	5
o31ai_1	4
a31oi_1	3
clkbuf_2	3
o22ai_1	3
xor2_1	12
nand3_2	3
nor2_1	41
o2bb2ai_1	4
or2_2	2
clkinv_1	2
xnor2_1	31
nand3_1	16
and3_1	5
dfxtp_1	61
nand2_1	38
nor4_1	15
nand4_1	12
and4_1	8
inv_1	19
or4_1	6
a21oi_1	20
state kept, by name, summed over array words and instances, names as in the netlist:
signal	count
GPIO	1
HEX4	6
HEX6	5
HEX7	1
LEDG	4
LEDR	1
UNI	4
cnt	24
contador	32
jaContou	1
modo	3
stage by stage:
step	utilization [%]	hold WS (ns)	cells	power [mW]	setup WS, ns
final	35.1	0.408	671	1.35	1.33
after global routing	35.1	0.439	671	1.40	1.12
after floorplan	-	0.383	497	0.749	2.18
after CTS	35.1	0.411	671	1.37	1.32
after detailed placement	33.1	0.397	656	0.776	0.980
after global placement	33.1	0.392	656	0.776	1.10
metal layers:
metal	wire length, µm	vias to the layer above
li1	-	1597
met1	3540	1432
met2	3440	91
met3	409	14
met4	161	0
met5	0	-
final timing paths:
| path | to | slack [ns] | depth (start not counted) |
|---|---|---|---|
| setup / recovery | contador[31] | 1.33 | 8 |
| hold / removal | cnt[0] | 0.41 | 1 |
| setup reg to reg | contador[31] | 2.20 | 7 |
| hold reg to reg | cnt[0] | 0.41 | 1 |
area by class of cell:
class / instances / share of cell area [%]
Clock buffer: 11 / 5.28
Inverter: 21 / 1.62
Timing Repair Buffer: 49 / 10.0
Multi-Input combinational cell: 324 / 40.0
Clock inverter: 4 / 0.539
Sequential cell: 82 / 38.0
Tap cell: 180 / 4.62
cell families after synthesis:
group,count (synthesis),share of synthesized area (%)
flops,82,43.4
mux,1,0.264
fa+ha+maj,12,3.52
xor+xnor,43,8.82
compound gates,63,9.00
simple gates,179,21.8
other cells,2,0.176
buf+inv,91,13.0
power groups by stage:
stage / Combinational [mW] / Sequential (mW) / Clock [mW]
after global routing: 0.0896 / 0.683 / 0.632
final: 0.0794 / 0.681 / 0.591
after CTS: 0.0811 / 0.682 / 0.608
Power is estimated from default activity; no workload was simulated.
